`design/flow/design.v`:
```
`timescale 1ns / 1ps
module ALU#(parameter DATA_SIZE = 8)(
    input [DATA_SIZE - 1 : 0] i_A,           
    input [DATA_SIZE - 1 : 0] i_B,           
    input [5 : 0] i_opcode,                  
    input i_clk,                               
    output [DATA_SIZE - 1 : 0] o_output      
);
    localparam SRL      =   6'b101000;    
    localparam SRA      =   6'b100111;    
    localparam ADD      =   6'b100000;
    localparam SUBU     =   6'b100010;    
    localparam AND      =   6'b100100; 
    localparam OR       =   6'b100101; 
    localparam XOR      =   6'b100110; 
    localparam NOR      =   6'b101001;
    reg[DATA_SIZE : 0] reg_resultado;  
    assign o_output = reg_resultado;  
    always @(posedge i_clk)
    case (i_opcode)
        SRL  : reg_resultado    <= i_B  >>  i_A;
        SRA  : reg_resultado    <= $signed(i_B) >>>  i_A;
        ADD  : reg_resultado    <= $signed (i_A) + $signed (i_B);
        SUBU : reg_resultado    <= $signed (i_A) - $signed (i_B);
        AND  : reg_resultado    <=  i_A & i_B;
        OR   : reg_resultado    <=  i_A | i_B;
        XOR  : reg_resultado    <=  i_A ^ i_B;
        NOR  : reg_resultado    <= ~(i_A | i_B);
        default: reg_resultado   <= {DATA_SIZE{1'b1}};
    endcase
endmodule
module Latch#(parameter DATA_SIZE = 8)(
    input i_btn1, i_btn2, i_btn3, i_btn4,  
    input [DATA_SIZE-1 :0] i_sw,           
    input i_clk,                           
    output [DATA_SIZE-1 :0] o_opA,         
    output [DATA_SIZE-1 :0] o_opB,         
    output [DATA_SIZE-1 :0] o_opcode       
);
    reg [DATA_SIZE-1 :0] reg_operandoA;    
    reg [DATA_SIZE-1 :0] reg_operandoB;    
    reg [DATA_SIZE-1 :0] reg_opcode;       
    always @(posedge i_clk) begin
        if (i_btn4) begin               
            reg_operandoA <= 8'b0;
            reg_operandoB <= 8'b0;
            reg_opcode <= 8'b0;
        end else begin
            if (i_btn1) begin
                reg_operandoA <= i_sw;   
            end
            if (i_btn2) begin
                reg_operandoB <= i_sw;   
            end
            if (i_btn3) begin
                reg_opcode <= i_sw;      
            end
        end
    end
    assign o_opA = reg_operandoA;
    assign o_opB = reg_operandoB;
    assign o_opcode = reg_opcode;
endmodule
module TopModule#(parameter DATA_SIZE = 8)(
    input wire i_boton1, i_boton2, i_boton3, i_boton4,     
    input wire [DATA_SIZE-1 : 0] i_switches,               
    input wire i_clk,                                      
    output wire [DATA_SIZE-1 : 0] o_alu_output             
);
     wire [DATA_SIZE-1 : 0] o_operandoA;               
     wire [DATA_SIZE-1 : 0] o_operandoB;               
     wire [5:0] o_codigoOperacion;                     
    Latch instanciaLatch (
        .i_btn1(i_boton1),
        .i_btn2(i_boton2),
        .i_btn3(i_boton3),
        .i_btn4(i_boton4),
        .i_sw(i_switches),
        .i_clk(i_clk),
        .o_opA(o_operandoA),         
        .o_opB(o_operandoB),
        .o_opcode(o_codigoOperacion)
    );
    ALU instanciaALU (
        .i_A(o_operandoA),
        .i_B(o_operandoB),
        .i_opcode(o_codigoOperacion),
        .i_clk(i_clk),
        .o_output(o_alu_output)
    );
endmodule
```
`design/flow/config.mk`:
```
export PLATFORM = sky130hd
export DESIGN_NAME = TopModule
export DESIGN_NICKNAME = TopModule
export VERILOG_FILES = /design/flow/design.v
export SDC_FILE = /design/flow/constraint.sdc
export NUM_CORES = 4
export LEC_CHECK = 1
export CORE_UTILIZATION = 40
```
`design/flow/run.sh`:
```
#!/bin/bash
# OpenROAD 26Q1-2900-gdf79404cd8, Yosys 0.63+post, stock flow scripts
make -C /OpenROAD-flow-scripts/flow DESIGN_CONFIG=/design/flow/config.mk WORK_HOME=/design/flow/orfs finish
```
`design/flow/constraint.sdc`:
```
current_design TopModule

set clk_period 4.1
set clk_io_pct 0.2

create_clock -name clk0 -period $clk_period [get_ports {i_clk}]

set non_clock_inputs [all_inputs -no_clocks]
set_input_delay [expr $clk_period * $clk_io_pct] -clock clk0 $non_clock_inputs
set_output_delay [expr $clk_period * $clk_io_pct] -clock clk0 [all_outputs]
```
==> run summary <==
clock slew at reported path FFs: 70 ps
Int Pwr: 687 µW
core footprint: 6030 µm²
FILL cells: 578
Fmax: 340 MHz
total CTS buffers: 5
fin crit period: 2940 ps
share of cells above drive strength 1: 8.54%
Root Buffer Master: clkbuf_8
Fin Setup TNS: 0 ps
number of gates resized after CTS: 0
Net Switching: 282 µW
Placer Congestion: 0.892
DP HPWL: 4840 µm
relative slew slack: 48.4%
initial antenna violation count: 0
tool warnings: 34
peak supply drop: 0.000199 V
Yosys chip area: 2540 µm²
Synth Flop Type: dfxtp_1
Ys Warns: 3
# Cells Yosys: 306
Final ANT Viol Nets: 0
post-route cell area: 2890 µm²
Final Setup Violations: 0
Synth Area per Inst: 8.31 µm²
Logic pwr share: 25.4%
CP startpoint: instanciaLatch.reg_opcode[3]
Critical Path Source Type: flip-flop
hold_sp: instanciaLatch.reg_opcode[0]
CP bufs+invs: 1
Placement Cell Area: 2750 µm²
WP data required: 4260 ps
Residual DRC: 0
Critical Path AT: 3100 ps
number of buffers added for setup after CTS: 0
Area Growth Syn to Fin: 13.8%
vias in the first global route: 2033
mean routed wirelength per cell: 16.3 µm
Yosys cell types: 58
Synth Seq Share: 23.6%
delay-heaviest family, CP: simple AND/OR/NAND/NOR gates
status: completed
GRT Resource Usage Total: 22.0%
cts hold-fix bufs: 0
CTS tree: done
Die H: 81.7 µm
aggregate global routing overflow: 0
fp util: 42.2%
ANT cells: 0
global-route wire length before repair: 10800 µm
H-tree depth: 2
Clock Tree Buf Depth: 2
fin crit share: 71.7%
FF-to-FF Start: instanciaLatch.reg_opcode[3]
Crit Path Class: reg -> reg
CP max-delay cell: or3b_1
slew of the pin with the lowest slew margin: 771 ps
cell chain of the critical path: or3b_1, nor3_4, mux2_2, inv_1, ha_1, nor2b_1, o2111ai_1, nand3_1, o41a_1, xnor2_1, o21ai_0
ys flops: 30
MaxCap Viol Count: 0
Mapped Area: 2540 µm²
RSZ-0062 raised after global routing: false
CP max stage delay: 440 ps
largest net degree at the start of global routing: 23
Crit. End Element: flip-flop
CP Max Fanout: 10
Reg power frac: 35.3%
num ports: 21
Clock Power Share: 39.3%
count of input and output buffers: 20
chip width: 81.7 µm
First-pass DRT Iterations: 4
asr flop ratio synth: 0%
synthesized instance count: 306
Leak: 0.00113 µW
DR vias: 2254
Site Rows: 28
fin. max-slew vios: 0
via density per instance: 5.76
Final Hold Fails: 0
Sw Ratio: 29.1%
CTS sink cnt: 30
Hold Path Class: reg -> reg
initial drt markers: 124
worst-skew pair later-pin latency: 290 ps
skew final: 3.17 ps
final wirelength: 6380 µm
Total Die Area: 6680 µm²
Post-synth EDFFs: 0
pwr/cell area: 335 nW/µm²
==> Yosys cell counts, types with 2 or more instances <==
| master | n | area, µm² |
|---|---|---|
| nor3_1 | 6 | 30.0 |
| buf_6 | 2 | 22.5 |
| a211oi_1 | 3 | 22.5 |
| nor3b_1 | 2 | 15.0 |
| nand2b_1 | 3 | 18.8 |
| a21o_1 | 2 | 15.0 |
| o41ai_1 | 2 | 17.5 |
| nor2_1 | 39 | 146 |
| xnor2_1 | 9 | 78.8 |
| o211ai_1 | 4 | 30.0 |
| ha_1 | 24 | 300 |
| buf_2 | 5 | 25.0 |
| nor3_4 | 2 | 32.5 |
| inv_1 | 19 | 71.3 |
| o2111ai_1 | 6 | 52.6 |
| o221ai_1 | 2 | 17.5 |
| nand2_1 | 27 | 101 |
| or4_1 | 4 | 30.0 |
| nor4_1 | 5 | 31.3 |
| o22ai_1 | 2 | 12.5 |
| o21ai_0 | 14 | 70.1 |
| a21oi_1 | 10 | 50.1 |
| nand3_1 | 5 | 25.0 |
| mux2_2 | 3 | 33.8 |
| buf_1 | 2 | 7.51 |
| mux2i_1 | 29 | 290 |
| xor2_1 | 4 | 35.0 |
| dfxtp_1 | 30 | 601 |
| nor2b_1 | 2 | 12.5 |
| clkbuf_1 | 10 | 37.5 |
| a31oi_1 | 2 | 12.5 |
==> routing by layer <==
layer,up-vias,track usage (%),share of wire (%)
met5,-,0,0
met4,0,3.68,1.1
met3,7,3.83,6.9
met2,87,30.6,43
met1,1039,36.0,49
li1,1121,-,-
==> worst min-delay path: cells and delay by family, from the launching register on <==
family / cells / cell delay [ps]
simple gates: 1 / 50
flops: 1 / 340
mux: 1 / 130
==> kinds of logic after synthesis <==
logic type | count (synthesis) | synth area share, %
simple gates | 105 | 21.7
compound gates | 60 | 16.6
buf+inv | 39 | 6.74
flops | 30 | 23.6
xor+xnor | 13 | 4.48
mux | 34 | 14.2
fa+ha+maj | 25 | 12.6
==> metrics by stage <==
stage,util (%),std cells,worst slack (ps),total power (µW),hold slack (ps)
floorplan,-,306,1290,528,507
global placement,45.7,383,1230,594,538
detailed placement,45.7,383,1170,593,543
CTS,48.0,391,1140,974,554
global route,48.0,391,946,1030,619
finish,48.0,391,1160,969,557
==> placed cells by master (no fill, tap or decap), types with 4 or more instances in the layout <==
cell type and count:
nor2_1 39, dfxtp_1 30, mux2i_1 29, nand2_1 27, ha_1 24, clkdlybuf4s50_1 20, inv_1 19, o21ai_0 14
a21oi_1 10, xnor2_1 9, o2111ai_1 6, nor3_1 6, clkbuf_8 6, nor4_1 5, nand3_1 5, or4_1 4
xor2_1 4, o211ai_1 4
==> final cells by class <==
class                           count  area [µm²]  share of cell area (%)
Clock buffer                        6        82.6                    2.85
Clock inverter                      2        60.1                    2.08
Inverter                           19        71.3                    2.46
Multi-Input combinational cell    237        1770                    61.2
Sequential cell                    30         601                    20.8
Tap cell                           75        93.8                    3.24
Timing Repair Buffer               22         215                    7.44
==> flip-flops by register name (all words and copies together) (netlist names) <==
name,cells
instanciaLatch.reg_operandoA,8
instanciaALU.reg_resultado,8
instanciaLatch.reg_opcode,6
instanciaLatch.reg_operandoB,8
==> worst paths after layout <==
check	endpoint	slack, ps	cells past startpoint
max	instanciaALU.reg_resultado[7]	1160	11
min	instanciaLatch.reg_opcode[0]	560	2
max reg2reg	instanciaALU.reg_resultado[7]	1160	11
min reg2reg	instanciaLatch.reg_opcode[0]	560	2
==> power by group through the flow <==
stage,combinational [µW],clock [µW],sequential (µW)
after CTS,246,387,342
after global routing,277,403,346
final,246,381,343
No activity file was given, so power comes from the tool's default toggle rates.
